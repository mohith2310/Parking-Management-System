==> design/flow/design.v <==
`timescale 1ns / 1ps
module inv_sbox(x,y,sbout);
input [0:3] x,y;
output reg [0:3] sbout;
always@(x,y)
begin
case({x,y})
8'h00:sbout =8'h52;
8'h01:sbout =8'h09;
8'h02:sbout =8'h6a;
8'h03:sbout =8'hd5;
8'h04:sbout =8'h30;
8'h05:sbout =8'h36;
8'h06:sbout =8'ha5;
8'h07:sbout =8'h38;
8'h08:sbout =8'hbf;
8'h09:sbout =8'h40;
8'h0a:sbout =8'ha3;
8'h0b:sbout =8'h9e;
8'h0c:sbout =8'h81;
8'h0d:sbout =8'hf3;
8'h0e:sbout =8'hd7;
8'h0f:sbout =8'hfb;
8'h10:sbout =8'h7c;
8'h11:sbout =8'he3;
8'h12:sbout =8'h39;
8'h13:sbout =8'h82;
8'h14:sbout =8'h9b;
8'h15:sbout =8'h2f;
8'h16:sbout =8'hff;
8'h17:sbout =8'h87;
8'h18:sbout =8'h34;
8'h19:sbout =8'h8e;
8'h1a:sbout =8'h43;
8'h1b:sbout =8'h44;
8'h1c:sbout =8'hc4;
8'h1d:sbout =8'hde;
8'h1e:sbout =8'he9;
8'h1f:sbout =8'hcb;
8'h20:sbout =8'h54;
8'h21:sbout =8'h7b;
8'h22:sbout =8'h94;
8'h23:sbout =8'h32;
8'h24:sbout =8'ha6;
8'h25:sbout =8'hc2;
8'h26:sbout =8'h23;
8'h27:sbout =8'h3d;
8'h28:sbout =8'hee;
8'h29:sbout =8'h4c;
8'h2a:sbout =8'h95;
8'h2b:sbout =8'h0b;
8'h2c:sbout =8'h42;
8'h2d:sbout =8'hfa;
8'h2e:sbout =8'hc3;
8'h2f:sbout =8'h4e;
8'h30:sbout =8'h08;
8'h31:sbout =8'h2e;
8'h32:sbout =8'ha1;
8'h33:sbout =8'h66;
8'h34:sbout =8'h28;
8'h35:sbout =8'hd9;
8'h36:sbout =8'h24;
8'h37:sbout =8'hb2;
8'h38:sbout =8'h76;
8'h39:sbout =8'h5b;
8'h3a:sbout =8'ha2;
8'h3b:sbout =8'h49;
8'h3c:sbout =8'h6d;
8'h3d:sbout =8'h8b;
8'h3e:sbout =8'hd1;
8'h3f:sbout =8'h25;
8'h40:sbout =8'h72;
8'h41:sbout =8'hf8;
8'h42:sbout =8'hf6;
8'h43:sbout =8'h64;
8'h44:sbout =8'h86;
8'h45:sbout =8'h68;
8'h46:sbout =8'h98;
8'h47:sbout =8'h16;
8'h48:sbout =8'hd4;
8'h49:sbout =8'ha4;
8'h4a:sbout =8'h5c;
8'h4b:sbout =8'hcc;
8'h4c:sbout =8'h5d;
8'h4d:sbout =8'h65;
8'h4e:sbout =8'hb6;
8'h4f:sbout =8'h92;
8'h50:sbout =8'h6c;
8'h51:sbout =8'h70;
8'h52:sbout =8'h48;
8'h53:sbout =8'h50;
8'h54:sbout =8'hfd;
8'h55:sbout =8'hed;
8'h56:sbout =8'hb9;
8'h57:sbout =8'hda;
8'h58:sbout =8'h5e;
8'h59:sbout =8'h15;
8'h5a:sbout =8'h46;
8'h5b:sbout =8'h57;
8'h5c:sbout =8'ha7;
8'h5d:sbout =8'h8d;
8'h5e:sbout =8'h9d;
8'h5f:sbout =8'h84;
8'h60:sbout =8'h90;
8'h61:sbout =8'hd8;
8'h62:sbout =8'hab;
8'h63:sbout =8'h00;
8'h64:sbout =8'h8c;
8'h65:sbout =8'hbc;
8'h66:sbout =8'hd3;
8'h67:sbout =8'h0a;
8'h68:sbout =8'hf7;
8'h69:sbout =8'he4;
8'h6a:sbout =8'h58;
8'h6b:sbout =8'h05;
8'h6c:sbout =8'hb8;
8'h6d:sbout =8'hb3;
8'h6e:sbout =8'h45;
8'h6f:sbout =8'h06;
8'h70:sbout =8'hd0;
8'h71:sbout =8'h2c;
8'h72:sbout =8'h1e;
8'h73:sbout =8'h8f;
8'h74:sbout =8'hca;
8'h75:sbout =8'h3f;
8'h76:sbout =8'h0f;
8'h77:sbout =8'h02;
8'h78:sbout =8'hc1;
8'h79:sbout =8'haf;
8'h7a:sbout =8'hbd;
8'h7b:sbout =8'h03;
8'h7c:sbout =8'h01;
8'h7d:sbout =8'h13;
8'h7e:sbout =8'h8a;
8'h7f:sbout =8'h6b;
8'h80:sbout =8'h3a;
8'h81:sbout =8'h91;
8'h82:sbout =8'h11;
8'h83:sbout =8'h41;
8'h84:sbout =8'h4f;
8'h85:sbout =8'h67;
8'h86:sbout =8'hdc;
8'h87:sbout =8'hea;
8'h88:sbout =8'h97;
8'h89:sbout =8'hf2;
8'h8a:sbout =8'hcf;
8'h8b:sbout =8'hce;
8'h8c:sbout =8'hf0;
8'h8d:sbout =8'hb4;
8'h8e:sbout =8'he6;
8'h8f:sbout =8'h73;
8'h90:sbout =8'h96;
8'h91:sbout =8'hac;
8'h92:sbout =8'h74;
8'h93:sbout =8'h22;
8'h94:sbout =8'he7;
8'h95:sbout =8'had;
8'h96:sbout =8'h35;
8'h97:sbout =8'h85;
8'h98:sbout =8'he2;
8'h99:sbout =8'hf9;
8'h9a:sbout =8'h37;
8'h9b:sbout =8'he8;
8'h9c:sbout =8'h1c;
8'h9d:sbout =8'h75;
8'h9e:sbout =8'hdf;
8'h9f:sbout =8'h6e;
8'ha0:sbout =8'h47;
8'ha1:sbout =8'hf1;
8'ha2:sbout =8'h1a;
8'ha3:sbout =8'h71;
8'ha4:sbout =8'h1d;
8'ha5:sbout =8'h29;
8'ha6:sbout =8'hc5;
8'ha7:sbout =8'h89;
8'ha8:sbout =8'h6f;
8'ha9:sbout =8'hb7;
8'haa:sbout =8'h62;
8'hab:sbout =8'h0e;
8'hac:sbout =8'haa;
8'had:sbout =8'h18;
8'hae:sbout =8'hbe;
8'haf:sbout =8'h1b;
8'hb0:sbout =8'hfc;
8'hb1:sbout =8'h56;
8'hb2:sbout =8'h3e;
8'hb3:sbout =8'h4b;
8'hb4:sbout =8'hc6;
8'hb5:sbout =8'hd2;
8'hb6:sbout =8'h79;
8'hb7:sbout =8'h20;
8'hb8:sbout =8'h9a;
8'hb9:sbout =8'hdb;
8'hba:sbout =8'hc0;
8'hbb:sbout =8'hfe;
8'hbc:sbout =8'h78;
8'hbd:sbout =8'hcd;
8'hbe:sbout =8'h5a;
8'hbf:sbout =8'hf4;
8'hc0:sbout =8'h1f;
8'hc1:sbout =8'hdd;
8'hc2:sbout =8'ha8;
8'hc3:sbout =8'h33;
8'hc4:sbout =8'h88;
8'hc5:sbout =8'h07;
8'hc6:sbout =8'hc7;
8'hc7:sbout =8'h31;
8'hc8:sbout =8'hb1;
8'hc9:sbout =8'h12;
8'hca:sbout =8'h10;
8'hcb:sbout =8'h59;
8'hcc:sbout =8'h27;
8'hcd:sbout =8'h80;
8'hce:sbout =8'hec;
8'hcf:sbout =8'h5f;
8'hd0:sbout =8'h60;
8'hd1:sbout =8'h51;
8'hd2:sbout =8'h7f;
8'hd3:sbout =8'ha9;
8'hd4:sbout =8'h19;
8'hd5:sbout =8'hb5;
8'hd6:sbout =8'h4a;
8'hd7:sbout =8'h0d;
8'hd8:sbout =8'h2d;
8'hd9:sbout =8'he5;
8'hda:sbout =8'h7a;
8'hdb:sbout =8'h9f;
8'hdc:sbout =8'h93;
8'hdd:sbout =8'hc9;
8'hde:sbout =8'h9c;
8'hdf:sbout =8'hef;
8'he0:sbout =8'ha0;
8'he1:sbout =8'he0;
8'he2:sbout =8'h3b;
8'he3:sbout =8'h4d;
8'he4:sbout =8'hae;
8'he5:sbout =8'h2a;
8'he6:sbout =8'hf5;
8'he7:sbout =8'hb0;
8'he8:sbout =8'hc8;
8'he9:sbout =8'heb;
8'hea:sbout =8'hbb;
8'heb:sbout =8'h3c;
8'hec:sbout =8'h83;
8'hed:sbout =8'h53;
8'hee:sbout =8'h99;
8'hef:sbout =8'h61;
8'hf0:sbout =8'h17;
8'hf1:sbout =8'h2b;
8'hf2:sbout =8'h04;
8'hf3:sbout =8'h7e;
8'hf4:sbout =8'hba;
8'hf5:sbout =8'h77;
8'hf6:sbout =8'hd6;
8'hf7:sbout =8'h26;
8'hf8:sbout =8'he1;
8'hf9:sbout =8'h69;
8'hfa:sbout =8'h14;
8'hfb:sbout =8'h63;
8'hfc:sbout =8'h55;
8'hfd:sbout =8'h21;
8'hfe:sbout =8'h0c;
8'hff:sbout =8'h7d;
endcase
end
endmodule
module inv_key_gen(temp_key,mx_key,rcon,ko,r_key);
input [0:127] temp_key,mx_key;
input [0:31] rcon;
output [0:127] ko,r_key;
wire [0:127] ko;
wire [0:127] key,key2;
assign key[0:95]    = temp_key[0:95];
assign key[96:103]  = temp_key[104:111];
assign key[104:111] = temp_key[112:119];
assign key[112:119] = temp_key[120:127];
assign key[120:127] = temp_key[96:103];
inv_sbox s1(key[96:99],key[100:103],key2[96:103]);
inv_sbox s2(key[104:107],key[108:111],key2[104:111]);
inv_sbox s3(key[112:115],key[116:119],key2[112:119]);
inv_sbox s4(key[120:123],key[124:127],key2[120:127]);
assign ko[0:31]  = key2[96:127]^key[0:31]^rcon[0:31]; 
assign ko[32:63]  = key2[96:127]^key[0:31]^key[32:63]^rcon[0:31]; 
assign ko[64:95]  = key2[96:127]^key[0:31]^key[32:63]^key[64:95]^rcon[0:31]; 
assign ko[96:127]  = key2[96:127]^key[0:31]^key[32:63]^key[64:95]^temp_key[96:127]^rcon[0:31]; 
assign r_key[0:127] = mx_key[0:127]^ko[0:127];
endmodule
==> design/flow/run.sh <==
#!/bin/bash
# OpenROAD 26Q1-2900-gdf79404cd8, Yosys 0.63+post, stock flow scripts
make -C /OpenROAD-flow-scripts/flow DESIGN_CONFIG=/design/flow/config.mk WORK_HOME=/design/flow/orfs finish
==> design/flow/config.mk <==
export PLATFORM = sky130hd
export DESIGN_NAME = inv_key_gen
export DESIGN_NICKNAME = inv_key_gen
export VERILOG_FILES = /design/flow/design.v
export SDC_FILE = /design/flow/constraint.sdc
export NUM_CORES = 4
export LEC_CHECK = 1
export CORE_AREA = 10 10 292 292
export DIE_AREA = 0 0 302 302
==> design/flow/constraint.sdc <==
current_design inv_key_gen

set clk_period 4.8
set clk_io_pct 0.2

create_clock -name clk0 -period $clk_period

set non_clock_inputs [all_inputs -no_clocks]
set_input_delay [expr $clk_period * $clk_io_pct] -clock clk0 $non_clock_inputs
set_output_delay [expr $clk_period * $clk_io_pct] -clock clk0 [all_outputs]
==> results.toml <==
# generated from flow reports
[synth]
yosys_warnings = 5
synth-cells-yosys = 1550
syn_inst = 1550
netlist_area_um2 = 11640
yosys.stat.seqShare_pct = 0
yosysTopAreaCell = "xnor2_1"
yosys_area_um2 = 11640
netlist-cell-type-count = 99
top_area_share_pct = 14.67
area_leaders = "xnor2_1 15%, xor2_1 8.9%, ha_1 5.6%, xnor3_1 4.8%, mux4_2 4.1%"
syn_area_per_cell_um2 = 7.510

[critical_path]
worst_ep_arrival_time_ns = 3.76
cp_cell_sequence = "clkdlybuf4s15_2 > inv_2 > buf_8 > ha_4 > buf_6 > buf_12 > mux4_2 > o21ai_1 > a21oi_1 > nand3_1 > a21oi_2 > a21oi_4 > buf_12 > buf_4 > xor2_1 > clkdlybuf4s50_1"
critPathMaxFanout = 7
startpoint_type = "primary input"
crit_type = "in -> out"
cp_slowest_cell = "clkdlybuf4s50_1"
cp.required_ns = 3.84
slowest_delay_ns = 0.49
crit_top_cell = "buf_12"
end_kind = "output pin"

[floorplanning]
die_w_um = 302
pin_count = 544
rows = 103
coreArea_um2 = 78870
die_area_um2 = 91200
fp-utilization_pct = 14.76
die_h_um = 302

[pwr]
power_density_nw_per_um2 = 168.3
p_sw_share_pct = 37.57
p_int_w = 0.002412
clkPwrFrac_pct = 0
peakVddDrop_uv = 124.8
p_comb_share_pct = 100.0
p_leak_nw = 9.369
p_total_w = 0.003864
switchingPower_w = 0.001452
pwr-share-seq_pct = 0

[cells_and_area]
final-comb-area_um2 = 11760
flops = 0
area_delta_synth_final_pct = 97.28
drive_above_1_share_pct = 30.26
most-common-layout-cells = "462 x clkdlybuf4s50_1, 414 x buf_4, 184 x xnor2_1"
n_fill_cell = 8271
seqCellArea_um2 = 0
final_common_cell = "clkdlybuf4s50_1"
clock_buffers = 0

[cts]
cts_hold_buf = 0

[detailed_routing]
avgViaCountPerCell = 4.443
finalWirelength_um = 62070
ant_nets = 0
drt_pass1_iterations = 7
vias = 15480
wl_per_cell_um = 17.82
drtIter0Drc = 1213
route.detailed.drc = 0

[global_route]
antenna_found_initial = 2
grt_start_max_net_pins = 69
gr-total-overflow = 0
grt_pass1_wl_um = 91800
grt_pass1_vias = 14980
grtUsageTotal_pct = 12.78

[timing]
fin_setup_tns_ns = 0
fin_crit_sh_pct = 98.40
max_slew_margin_pct = 58.35
timing_hold_violations_final = 0
fmax_ghz = 0.2117
final.min_clock_period_ns = 4.723
holdWs_ns = 2.447
worst_slew_pin_slew_ns = 0.6203
setup_violations = 0
finalMaxSlewViolations = 0

[min_path]
hold_path_class = "in -> out"

[flow_run]
warning_count = 77
drv_cap = 0

[placement]
place.detailed.hpwl_um = 50780
routabilityCongestion = 0.9796
port_buffers = 544

[status]
status = "completed"
## metrics by stage
stage	instances	setup WS (ns)	instance area (µm²)	util, %
global placement	3408	-0.7669	21030	26.67
detailed placement	3408	-0.7657	21030	26.67
floorplan	1550	0.1286	11640	-
global route	3482	-0.02883	22960	29.12
CTS	3446	-0.1107	22150	28.08
finish	3483	0.07684	22970	29.12
## power groups by stage
stage | Combinational (W) | Clock, W | Sequential, W
6_report | 0.00386 | 0.0000000000280 | 0
5_1_grt | 0.00417 | 0 | 0
4_1_cts | 0.00378 | 0 | 0
## cells by family after synthesis
kind of cell | count (synthesis) | share of synthesized area (%)
buffers and inverters | 223 | 8.695
multiplexers | 49 | 6.717
XOR/XNOR | 354 | 30.94
adder cells (fa/ha/maj) | 52 | 5.589
AND-OR/OR-AND | 454 | 29.26
AND/OR/NAND/NOR | 418 | 18.80
## worst max-delay path, delay by kind of cell
kind / cells / cell delay (ns)
muxes: 1 / 0.45
adders and majority gates: 1 / 0.16
and+or+nand+nor: 1 / 0.15
AOI/OAI and AO/OA: 4 / 0.44
buffers and inverters: 8 / 1.45
xor gates and xnor gates: 1 / 0.14
## cell usage after synthesis (all sizes together), types with 11 or more instances
library cell,number
a2111oi,13
a211o,12
a211oi,24
a21oi,66
a311oi,23
a31oi,23
and2,11
buf,81
clkbuf,63
ha,52
inv,73
mux2,13
mux2i,15
mux4,21
nand2,84
nand2b,50
nand3,28
nor2,79
nor2b,51
nor3,36
o2111ai,15
o211ai,42
o21ai,82
o311ai,19
o31ai,14
or2,15
xnor2,205
xnor3,25
xor2,119
## timing repair
action / CTS / global route
pin swaps: 65 / 71
resized: 227 / 140
cloned: 2 / 1
endpoints found under the setup margin: 128 / 95
buffers inserted: 37 / 37
endpoints found under the hold margin: 0 / 0
## worst paths after layout
kind	startpoint	endpoint	slack, ns	cells after the start
hold / removal	temp_key[124]	r_key[124]	2.45	4
setup / recovery	temp_key[102]	ko[28]	0.08	16
## area by class of cell
cell class,count,area share (%)
Antenna cell,1,0.01090
Inverter,79,1.346
Multi-Input combinational cell,1327,51.20
Tap cell,1050,5.721
Timing Repair Buffer,1026,41.72
## routing by layer
layer | vias up | track usage (%) | share of wire, %
li1 | 7439 | - | -
met1 | 7092 | 16.80 | 41
met2 | 835 | 20.86 | 46
met3 | 107 | 3.387 | 9.9
met4 | 2 | 2.735 | 2.6
met5 | - | 0 | 0.021
Power figures rest on the tool's default switching activity, not on a simulated workload.
